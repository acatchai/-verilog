## flow/run.sh

```bash
#!/bin/bash
# OpenROAD 26Q1-2900-gdf79404cd8, Yosys 0.63+post, stock flow scripts
make -C /OpenROAD-flow-scripts/flow DESIGN_CONFIG=/design/flow/config.mk WORK_HOME=/design/flow/orfs finish
```

## flow/config.mk

```make
export PLATFORM = sky130hd
export DESIGN_NAME = debounce2
export DESIGN_NICKNAME = debounce2
export VERILOG_FILES = /design/flow/design.v
export SDC_FILE = /design/flow/constraint.sdc
export NUM_CORES = 4
export LEC_CHECK = 1
export CORE_AREA = 10 10 88 88
export DIE_AREA = 0 0 98 98
```

## flow/constraint.sdc

```tcl
current_design debounce2

set clk_period 2.2
set clk_io_pct 0.2

create_clock -name clk0 -period $clk_period [get_ports {clk}]

set non_clock_inputs [all_inputs -no_clocks]
set_input_delay [expr $clk_period * $clk_io_pct] -clock clk0 $non_clock_inputs
set_output_delay [expr $clk_period * $clk_io_pct] -clock clk0 [all_outputs]
```

## flow/design.v

```verilog
module debounce2(clk,key,key_pulse);
	input clk; 
	input key; 
	output key_pulse; 
	reg key_rst; 
	reg key_rst_pre; 
	reg key_20ms;
	wire key_edge; 
	always @(posedge clk) begin
		  key_rst <= key; 
		  key_rst_pre <= key_rst;  
	end
	assign key_edge = key_rst & (~key_rst_pre);
	reg[14:0]cnt;
	always@(posedge clk)begin
		if(key_pulse)
			cnt = 15'b0;
		else if(cnt == 15'd19_999)
			cnt = 15'b0;
		else 
			cnt = cnt + 1;
	end
	always@(posedge clk)
		if(cnt <= 15'd19_999)
			key_20ms = 0;
		else if(cnt == 15'd19_999)begin
			key_20ms = key;
		end
	assign key_pulse = key_20ms & 1;
endmodule
```

==> impl_metrics.prom <==
# HELP chip_impl_metric Implementation results
# TYPE chip_impl_metric gauge
chip_impl_metric{name="netlist_area",unit="um2"} 736
chip_impl_metric{name="reg2regPathDepth",unit=""} 5
chip_impl_info{name="cts_tree",value="yes"} 1
chip_impl_metric{name="ctsHtreeMaxLevel",unit=""} 1
chip_impl_info{name="end_kind",value="register"} 1
chip_impl_metric{name="critical_path.max_fanout",unit=""} 13
chip_impl_metric{name="internal_power",unit="uW"} 411
chip_impl_metric{name="detail_route.antenna_diodes",unit=""} 0
chip_impl_metric{name="power_leakage",unit="nW"} 0.271
chip_impl_metric{name="setup_viol_count_final",unit=""} 0
chip_impl_metric{name="wl",unit="mm"} 1.19
chip_impl_metric{name="share_comb_of_total_power",unit=""} 0
chip_impl_metric{name="core_region_area",unit="um2"} 5920
chip_impl_metric{name="synth_async_sr_flop_share",unit=""} 0
chip_impl_metric{name="gpl.final_weighted_congestion",unit=""} 0.741
chip_impl_metric{name="report.final.slew_viol_count",unit=""} 0
chip_impl_metric{name="worst-endpoint-arrival",unit="ns"} 1.70
chip_impl_metric{name="cts_resized",unit=""} 0
chip_impl_metric{name="gr-usage-all-layers",unit=""} 0.0251
chip_impl_metric{name="clkSinkCount",unit=""} 16
chip_impl_metric{name="worstPathBufferInverterCount",unit=""} 0
chip_impl_metric{name="io_buffer_count",unit=""} 1
chip_impl_metric{name="tightest_slew",unit="ns"} 0.339
chip_impl_info{name="synth.area.top_cells",value="dfxtp_1, xnor2_1, nor2_1"} 1
chip_impl_metric{name="worstSkewPairLatency",unit="ns"} 0.24
chip_impl_metric{name="finalHoldViolCount",unit=""} 0
chip_impl_metric{name="finalSetupTns",unit="ns"} 0
chip_impl_metric{name="vdd_ir_drop_max",unit="mV"} 0.414
chip_impl_info{name="synthFlopType",value="dfxtp_1"} 1
chip_impl_metric{name="hold-path-cell-count",unit=""} 1
chip_impl_metric{name="drive_gt1_frac",unit=""} 0.146
chip_impl_metric{name="ys_area",unit="um2"} 736
chip_impl_metric{name="cpPeakStageDelay",unit="ns"} 0.38
chip_impl_metric{name="p_switching",unit="uW"} 93.5
chip_impl_info{name="critical_path_class",value="reg -> reg"} 1
chip_impl_metric{name="initial_antenna_violation_count",unit=""} 0
chip_impl_info{name="grt_setup_unrepaired",value="false"} 1
chip_impl_metric{name="wire_length_of_the_first_global_routing_pass",unit="mm"} 2.13
chip_impl_metric{name="syn-instance-count",unit=""} 79
chip_impl_metric{name="worst_slew_margin_rel",unit=""} 0.772
chip_impl_metric{name="route.detailed.vias_per_inst",unit=""} 3.19
chip_impl_metric{name="final-instance-count-excl-fill",unit=""} 157
chip_impl_metric{name="yosysCellCount",unit=""} 79
chip_impl_metric{name="largest_type_area_fraction",unit=""} 0.435
chip_impl_metric{name="ctsHoldBuffers",unit=""} 0
chip_impl_metric{name="final.setup_skew",unit="ns"} 0.000900
chip_impl_metric{name="wl_per_cell",unit="um"} 7.59
chip_impl_metric{name="synth_cell_types",unit=""} 21
chip_impl_metric{name="place_worst_setup_slack",unit="ns"} 0.624
chip_impl_metric{name="hold-worst-slack",unit="ns"} 0.481
chip_impl_metric{name="first_global_vias",unit=""} 478
chip_impl_metric{name="design_area",unit="um2"} 870
chip_impl_info{name="hp-class",value="reg -> reg"} 1
chip_impl_metric{name="fillerInstances",unit=""} 643
chip_impl_metric{name="final_period_minus_worst_setup_slack",unit="ns"} 1.57
chip_impl_metric{name="max-cap-violations",unit=""} 0
chip_impl_info{name="path_delay_family",value="simple AND/OR/NAND/NOR gates"} 1
chip_impl_metric{name="row_count",unit=""} 28
chip_impl_metric{name="clock_tree.buffer_depth",unit=""} 2
chip_impl_metric{name="die_width",unit="um"} 98
chip_impl_info{name="crit_path_cell_trace",value="ha_1 -> nand3_2 -> nor2_1 -> a31o_2 -> nor2_1"} 1
chip_impl_metric{name="max_freq",unit="MHz"} 635
chip_impl_metric{name="ys_warn_count",unit=""} 1
chip_impl_info{name="min_delay_worst_endpoint",value="cnt[0]"} 1
chip_impl_metric{name="hpwl",unit="um"} 797
chip_impl_info{name="worst_setup_path_start_kind",value="register"} 1
chip_impl_metric{name="share_seq_of_total_power",unit=""} 0.574
chip_impl_metric{name="numCtsBuffers",unit=""} 3
chip_impl_metric{name="core_util_floorplan",unit=""} 0.124
chip_impl_info{name="cts.root.buffer_cell",value="clkbuf_8"} 1
chip_impl_info{name="min-delay-start",value="cnt[0]"} 1
chip_impl_metric{name="placed_cells",unit=""} 154
chip_impl_metric{name="place_area",unit="um2"} 828
chip_impl_info{name="critical-path-top-cell-by-count",value="nor2_1"} 1
chip_impl_metric{name="fin_ws",unit="ns"} 0.625
chip_impl_info{name="status",value="completed"} 1
chip_impl_info{name="rr_startpoint",value="cnt[0]"} 1
chip_impl_metric{name="die_height",unit="um"} 98
chip_impl_metric{name="drtAntennaViolNets",unit=""} 0
chip_impl_info{name="top_cells_by_count",value="dfxtp_1, nor2_1, xnor2_1, nand2_1, nor3_1"} 1
chip_impl_metric{name="critPathRequiredTime",unit="ns"} 2.33
chip_impl_metric{name="total_grt_overflow",unit=""} 0
chip_impl_metric{name="cts.repair_timing.setup_buffer_count",unit=""} 0
chip_impl_metric{name="edf_count",unit=""} 0
chip_impl_metric{name="register_area_share_after_synthesis",unit=""} 0.435
chip_impl_metric{name="synth_flops",unit=""} 16
chip_impl_metric{name="p_sw_frac",unit=""} 0.185
chip_impl_metric{name="reg2reg_setup_slack",unit="ns"} 0.63
chip_impl_metric{name="syn_to_final_growth",unit="%"} 18.2
chip_impl_metric{name="timing.final.crit_share",unit=""} 0.716
chip_impl_metric{name="clk_pin_slew",unit="ns"} 0.06
chip_impl_metric{name="grt_start_max_net_pins",unit=""} 14
chip_impl_info{name="dominant_cell_type_by_area_after_synthesis",value="dfxtp_1"} 1
chip_impl_metric{name="route.detailed.drc",unit=""} 0
chip_impl_metric{name="detailedRoute.firstIterationViolations",unit=""} 7
chip_impl_metric{name="die_area",unit="um2"} 9600
chip_impl_info{name="worst_r2r_endpoint",value="cnt[9]"} 1
chip_impl_metric{name="number_of_top_level_design_ports",unit=""} 3
chip_impl_metric{name="dr.pass1.iters",unit=""} 4
chip_impl_metric{name="routed-via-count",unit=""} 501
chip_impl_metric{name="openroad.warnings",unit=""} 26
chip_impl_info{name="worst_path_max_delay_cell",value="dfxtp_1"} 1
chip_impl_metric{name="power_per_cell_area",unit="nW/um2"} 580
chip_impl_metric{name="post_synth.cell_area_avg",unit="um2"} 9.31
chip_impl_metric{name="clock_power_share",unit=""} 0.426
## stage by stage
step | util | power [mW]
after detailed placement | 0.140 | 0.296
after CTS | 0.147 | 0.512
after global placement | 0.140 | 0.296
after global routing | 0.147 | 0.521
final | 0.147 | 0.504
after floorplan | - | 0.296
## registers in the layout, indices dropped and copies added, names as in the netlist
name / count
cnt: 15
key_20ms: 1
## how the worst max path moves through the flow
stage                   from  slack, ns  cells past startpoint     end
final                 cnt[0]       0.63                      5  cnt[9]
after global routing  cnt[0]       0.49                      5  cnt[8]
after CTS             cnt[0]       0.61                      5  cnt[9]
## power by group through the flow
stage / combinational [mW] / clock, mW / sequential [mW]
4_1_cts: 0.000000120 / 0.222 / 0.290
5_1_grt: 0.000000120 / 0.231 / 0.289
6_report: 0.000000120 / 0.215 / 0.290
## cell families (layout without fill, tap and decap cells)
group                    after synthesis  after routing  share of synthesized area
XOR/XNOR                              13             13                      0.155
AND-OR/OR-AND                          4              4                     0.0391
adder cells (fa/ha/maj)                1              1                     0.0170
buffers and inverters                  4              7                     0.0306
flip-flops                            16             16                      0.435
AND/OR/NAND/NOR                       41             41                      0.323
## layout make-up
type / instances / area, um2 / area share
well taps: 75 / 93.8 / 0.108
flip-flops and latches: 16 / 320 / 0.368
multi-input cells: 59 / 393 / 0.452
inverters: 3 / 11.3 / 0.0129
clock buffers: 3 / 41.3 / 0.0475
repair buffers: 1 / 10.0 / 0.0115
## layout by cell type, fill, tap and decap left out, drive strengths merged
cell,n
nand2,6
and4,1
xor2,4
ha,1
nor3,5
clkbuf,3
a31oi,1
dfxtp,16
o31a,1
a21oi,1
xnor2,9
nand4,4
a31o,1
inv,3
nor2,18
nand3,4
nor4,3
clkdlybuf4s50,1
## per-layer routing
layer,part of all wire,vias up,global-route usage
li1,-,276,-
met1,0.54,220,0.0348
met2,0.41,5,0.0376
met3,0.052,0,0.0107
met4,0,0,0
met5,0,-,0
Power is estimated from default activity; no workload was simulated.
