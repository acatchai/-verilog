==> /design/flow/design.v <==
module lcd1602(     
    Clk,
    Rst_n,
    line_rom1,
    line_rom2,
    RS,  
    RW,  
    EN,  
    DB   
);
input Clk;
input Rst_n;
input [127 : 0]line_rom1;  
input [127 : 0]line_rom2;  
output reg RS;
output RW;
output EN;
output reg [7 : 0]DB;
wire done;  
wire write_flg;
reg [19 : 0]count;
localparam delay_20ms = 20'd20_000;
always@(posedge Clk or negedge Rst_n)
if(!Rst_n)
    count <= 20'd0;
else if(count < delay_20ms - 1'b1)
    count <= count + 1'b1;
else 
    count <= count;
assign done = (count == delay_20ms - 1'b1);
reg [16 : 0]count2;  
localparam delay_2ms = 17'd100_000;
always@(posedge Clk or negedge Rst_n)
if(!Rst_n)  
    count2 <= 17'd0;
else if(done) begin
    if(count2 < delay_2ms - 1'b1)
        count2 <= count2 + 1'b1;
    else 
        count2 <= 17'd0;
end 
else 
    count2 <= 17'd0;
assign RW = 1'b0;  
assign EN = (count2 >= delay_2ms / 2) ? 1'b0 : 1'b1; 
assign write_flg = (count2 == delay_2ms - 1'b1) ? 1'b1 : 1'b0;
localparam IDLE = 8'h00;
localparam DISP_SET = 8'h01;  
localparam DISP_OFF = 8'h03;  
localparam CLR_SCR = 8'h02;  
localparam CURSOR_SET1 = 8'h06;  
localparam CURSOR_SET2 = 8'h07;  
localparam ROW1_ADDR = 8'h05;
localparam ROW1_0 = 8'h04;
localparam ROW1_1 = 8'h0C;
localparam ROW1_2 = 8'h0D;
localparam ROW1_3 = 8'h0F;
localparam ROW1_4 = 8'h0E;
localparam ROW1_5 = 8'h0A;
localparam ROW1_6 = 8'h0B;
localparam ROW1_7 = 8'h09;
localparam ROW1_8 = 8'h08;
localparam ROW1_9 = 8'h18;
localparam ROW1_A = 8'h19;
localparam ROW1_B = 8'h1B;
localparam ROW1_C = 8'h1A;
localparam ROW1_D = 8'h1E;
localparam ROW1_E = 8'h1F;
localparam ROW1_F = 8'h1D;
localparam ROW2_ADDR = 8'h1C;
localparam ROW2_0 = 8'h14;
localparam ROW2_1 = 8'h15;
localparam ROW2_2 = 8'h17;
localparam ROW2_3 = 8'h16;
localparam ROW2_4 = 8'h12;
localparam ROW2_5 = 8'h13;
localparam ROW2_6 = 8'h11;
localparam ROW2_7 = 8'h10;
localparam ROW2_8 = 8'h30;
localparam ROW2_9 = 8'h31;
localparam ROW2_A = 8'h33;
localparam ROW2_B = 8'h32;
localparam ROW2_C = 8'h36;
localparam ROW2_D = 8'h37;
localparam ROW2_E = 8'h35;
localparam ROW2_F = 8'h34;
reg [7 : 0]current_state, next_state;
always@(posedge Clk or negedge Rst_n)
if(!Rst_n)
    current_state <= IDLE;
else if(write_flg)
    current_state <= next_state;
else 
    current_state <= current_state;
always@(*) begin 
case(current_state)
    IDLE : next_state = DISP_SET;
    DISP_SET : next_state = DISP_OFF;
    DISP_OFF : next_state = CLR_SCR;
    CLR_SCR : next_state = CURSOR_SET1;
    CURSOR_SET1 : next_state = CURSOR_SET2;
    CURSOR_SET2 : next_state = ROW1_ADDR;
    ROW1_ADDR : next_state = ROW1_0;
    ROW1_0 : next_state = ROW1_1;
    ROW1_1 : next_state = ROW1_2;
    ROW1_2 : next_state = ROW1_3;
    ROW1_3 : next_state = ROW1_4;
    ROW1_4 : next_state = ROW1_5;
    ROW1_5 : next_state = ROW1_6;
    ROW1_6 : next_state = ROW1_7;
    ROW1_7 : next_state = ROW1_8;
    ROW1_8 : next_state = ROW1_9;
    ROW1_9 : next_state = ROW1_A;
    ROW1_A : next_state = ROW1_B;
    ROW1_B : next_state = ROW1_C;
    ROW1_C : next_state = ROW1_D;
    ROW1_D : next_state = ROW1_E;
    ROW1_E : next_state = ROW1_F;
    ROW1_F : next_state = ROW2_ADDR;
    ROW2_ADDR : next_state = ROW2_0;
    ROW2_0 : next_state = ROW2_1;
    ROW2_1 : next_state = ROW2_2;
    ROW2_2 : next_state = ROW2_3;
    ROW2_3 : next_state = ROW2_4;
    ROW2_4 : next_state = ROW2_5;
    ROW2_5 : next_state = ROW2_6;
    ROW2_6 : next_state = ROW2_7;
    ROW2_7 : next_state = ROW2_8;
    ROW2_8 : next_state = ROW2_9;
    ROW2_9 : next_state = ROW2_A;
    ROW2_A : next_state = ROW2_B;
    ROW2_B : next_state = ROW2_C;
    ROW2_C : next_state = ROW2_D;
    ROW2_D : next_state = ROW2_E;
    ROW2_E : next_state = ROW2_F;
    ROW2_F : next_state = ROW1_ADDR;
    default : next_state = IDLE;
endcase 
end 
always@(posedge Clk or negedge Rst_n)
if(!Rst_n)
    RS <= 1'b0;
else if(write_flg)begin
    if(next_state == IDLE || next_state == DISP_SET ||
       next_state ==DISP_OFF || next_state == CLR_SCR ||
       next_state ==CURSOR_SET1 || next_state == CURSOR_SET2 ||
       next_state == ROW1_ADDR ||next_state == ROW2_ADDR)
        RS <= 1'b0; 
    else 
        RS <= 1'b1; 
end 
else 
    RS <= RS;
always@(posedge Clk or negedge Rst_n)
if(!Rst_n)
    DB <= 8'h00;
else if(write_flg)
    case(next_state)
    IDLE : DB <= 8'hxx;
    DISP_SET : DB <= 8'h38;  
    DISP_OFF : DB <= 8'h08;  
    CLR_SCR : DB <= 8'h01;  
    CURSOR_SET1 : DB <= 8'h06;  
    CURSOR_SET2 : DB <= 8'h0c;  
    ROW1_ADDR : DB <= 8'h80;
    ROW1_0 : DB <= line_rom1[127 : 120];
    ROW1_1 : DB <= line_rom1[119 : 112];
    ROW1_2 : DB <= line_rom1[111 : 104];
    ROW1_3 : DB <= line_rom1[103 : 96];
    ROW1_4 : DB <= line_rom1[95 : 88];
    ROW1_5 : DB <= line_rom1[87 : 80];
    ROW1_6 : DB <= line_rom1[79 : 72];
    ROW1_7 : DB <= line_rom1[71 : 64];
    ROW1_8 : DB <= line_rom1[63 : 56];
    ROW1_9 : DB <= line_rom1[55 : 48];
    ROW1_A : DB <= line_rom1[47 : 40];
    ROW1_B : DB <= line_rom1[39 : 32];
    ROW1_C : DB <= line_rom1[31 : 24];
    ROW1_D : DB <= line_rom1[23 : 16];
    ROW1_E : DB <= line_rom1[15 : 8];
    ROW1_F : DB <= line_rom1[7 : 0];
    ROW2_ADDR : DB <= 8'hC0;
    ROW2_0 : DB <= line_rom2[127 : 120];
    ROW2_1 : DB <= line_rom2[119 : 112];
    ROW2_2 : DB <= line_rom2[111 : 104];
    ROW2_3 : DB <= line_rom2[103 : 96];
    ROW2_4 : DB <= line_rom2[95 : 88];
    ROW2_5 : DB <= line_rom2[87 : 80];
    ROW2_6 : DB <= line_rom2[79 : 72];
    ROW2_7 : DB <= line_rom2[71 : 64];
    ROW2_8 : DB <= line_rom2[63 : 56];
    ROW2_9 : DB <= line_rom2[55 : 48];
    ROW2_A : DB <= line_rom2[47 : 40];
    ROW2_B : DB <= line_rom2[39 : 32];
    ROW2_C : DB <= line_rom2[31 : 24];
    ROW2_D : DB <= line_rom2[23 : 16];
    ROW2_E : DB <= line_rom2[15 : 8];
    ROW2_F : DB <= line_rom2[7 : 0];
    endcase 
else 
    DB <= DB;
endmodule 
==> /design/flow/run.sh <==
#!/bin/bash
# OpenROAD 26Q1-2900-gdf79404cd8, Yosys 0.63+post, stock flow scripts
make -C /OpenROAD-flow-scripts/flow DESIGN_CONFIG=/design/flow/config.mk WORK_HOME=/design/flow/orfs finish
==> /design/flow/config.mk <==
export PLATFORM = sky130hd
export DESIGN_NAME = lcd1602
export DESIGN_NICKNAME = lcd1602
export VERILOG_FILES = /design/flow/design.v
export SDC_FILE = /design/flow/constraint.sdc
export NUM_CORES = 4
export LEC_CHECK = 1
export CORE_AREA = 10 10 179 179
export DIE_AREA = 0 0 189 189
==> /design/flow/constraint.sdc <==
current_design lcd1602

set clk_period 7.2
set clk_io_pct 0.2

create_clock -name clk0 -period $clk_period [get_ports {Clk}]

set non_clock_inputs [all_inputs -no_clocks]
set_input_delay [expr $clk_period * $clk_io_pct] -clock clk0 $non_clock_inputs
set_output_delay [expr $clk_period * $clk_io_pct] -clock clk0 [all_outputs]
==> results.txt <==
flow finished, numbers: status=completed, post-synth tally of flip-flops with integrated enable=0, tally of max-capacitance violations=0, routability congestion estimate from global placement=0.971, register share after synthesis=0.277, design internal power=around 550 uW, async set-or-reset flop fraction in the synthesized netlist=1.00, Hold Fails Final Rpt=0, signed area change from the synthesized netlist to the final layout=69.3%, layout cell share with drive strength beyond 1=0.0584, slowest stage cell on the critical path=clkdlybuf4s50_1, Top cell excl fill/tap=clkdlybuf4s50_1, path type of the worst setup path=register to output pin, kind of cell adding the most delay to the critical path=AND-OR/OR-AND gates, post-route antenna net violation count=0, placed wire-length estimate=24.9 mm, wire length of the first global-routing pass=about 43 mm, leak pwr=2.87 nW, master cell of the clock root buffer=clkbuf_16, ratio of final minimum period to clock period=0.477, Yosys warning count=1, starting utilization of the core area=0.168, fraction of power consumed by the clock network=0.343, peak per-stage delay on the critical path=between 0.5 and 0.6 ns, net switching share of the total power=0.207, ys flops=52, total placed instance area=7800 um2, minimum setup slack in the final design=3.77 ns, Gate Count Post-Synth=580, total negative setup slack=0 ns, Placed Instances=1192, shortest period the worst path allows=3.43 ns, post-cts hold-fix buffer tally=0, maximum number of pins on one net before global-route repair=53, cell area after synthesis=~4700 um2, length of the first detailed-routing pass in iterations=5, cell count listed in synth_stat.txt=580, hold_ws=0.367 ns, final design instance area without fill=7950 um2, Overflow after GRT=0, total of buffers placed on input and output ports=267, max-slew violation count=0, placement row count=61, Storage cell area=1300 um2, sum of buffers and inverters on the critical path=1, clock latency on the worst-skew pair=0.29 ns, syn avg cell area=8.09 um2, standard cell core area=28000 um2, highest attainable clock frequency=291 MHz, most numerous logic cells after layout=clkdlybuf4s50_1 (266), dfrtp_1 (51), nor2_1 (44), nand3_1 (42), nand2_1 (39), power dissipated by switching net loads=142 uW, area used by multi-input combinational logic=around 3200 um2, Seq pwr share=0.425, H-Tree Depth=2, critical path startpoint category=register, via count=5972, post-CTS clock slew at the launch and capture registers of the worst setup and hold paths=0.07 ns, path type of the worst min-delay path=register to register, total power of the final layout=688 uW, Crit. End Element=output pin, fraction of power consumed by combinational cells=0.232, Die Area=35700 um2, overall routed net length=30.4 mm, clock tree from TritonCTS=done, Layout Utilization=0.284, peak supply drop=a little under 90 uV, worst path arrival time=1.99 ns, Worst Path Required=around 5.8 ns, RSZ-0062 raised after global routing=no, # clock sinks=approximately 52, Initial DRC Count=483, number of global-route vias before repair=6041, actual transition at the worst max-transition pin=about 0.93 ns, total global routing track utilization=0.162, worst-case clock buffer depth=2, power per unit of standard cell area=86.7 nW/um2, cell breakdown of the critical path=o21a_1, o211ai_1, nand2_1, a31oi_1, clkdlybuf4s50_1, total number of warnings across the stage logs=27, Final Instance Count excl. Fillers=approximately 1200, fill cell instance count of the final layout=2960, final setup skew=0.0123 ns, I/O pin count=269, chip area from the yosys synthesis statistics=4690 um2, Resize count post-CTS=0, maximum net fanout on the critical path=6, most frequently used flop master after synthesis=dfrtp_1, count of unique library cells instantiated by Yosys=around 69, final setup violation count=0, average wire per cell in the routed design=25.3 um, post-CTS setup buffer count=0, Remaining DRCs=0, worst slew slack as a fraction of its limit=0.381, number of antenna violations at the first check in global routing=2, die width=189 um, number of buffers created by CTS=5, average via count per standard cell=4.97, DP Worst Slack=3.48 ns, height of the die=189 um
[synth_stat cells (3+ instances only)]
cell type  instances  area, um2
a2111oi_0          5       43.8
a211oi_1           6       45.0
a21oi_1           18       90.1
a221oi_1           4       35.0
a22o_1             3       26.3
a22oi_1           29        218
a31oi_1            5       31.3
a32o_1             3       30.0
a32oi_1           37        324
and2_0             3       18.8
and2_1            13       81.3
and3_1            18        113
and4_1             6       52.6
and4b_1            3       30.0
buf_1              5       18.8
buf_2             10       50.1
clkbuf_1          37        139
dfrtp_1           52       1300
ha_1               3       37.5
inv_1             10       37.5
mux2i_1           15        150
nand2_1           39        146
nand2b_1           6       37.5
nand3_1           42        210
nand3b_1           3       22.5
nand4_1           23        144
nand4b_1           3       26.3
nor2_1            44        165
nor2b_1            7       43.8
nor3_1             8       40.0
nor4_1            14       87.6
nor4bb_1           5       50.1
o211ai_1           4       30.0
o21a_1             4       30.0
o21ai_0           18       90.1
o2bb2ai_1          4       35.0
or4_1              4       30.0
xnor2_1           20        175
xor2_1            10       87.6
[layer usage]
layer  part of all wire  GRT usage  wire, um
met5            0.00036          0        11
met3              0.093     0.0468      2840
met4              0.028     0.0418       847
met1               0.40      0.200     12100
met2               0.48      0.270     14600
[cell families (layout without fill, tap and decap cells)]
kind of cell               Yosys count  count (layout)  share of synthesized area
AOI/OAI and AO/OA                  157             157                      0.250
buffers and inverters               65             307                     0.0565
DFF                                 52              52                      0.277
xor gates and xnor gates            30              30                     0.0560
muxes                               18              18                     0.0440
other                                1               2                   0.000799
and+or+nand+nor                    254             254                      0.308
adders and majority gates            3               3                    0.00800
[final timing paths]
path / startpoint / end / slack (ns) / cells after the start
max: count2[5] / EN / 3.77 / 5
min: count[19] / count[19] / 0.37 / 0
max reg2reg: current_state[3] / DB[4] / 4.13 / 7
min reg2reg: count[19] / count[19] / 0.37 / 0
max in group asynchronous: Rst_n / current_state[0] / 5.43 / 2
min in group asynchronous: Rst_n / count[1] / 1.27 / 2
[flip-flops by register name (all words and copies together), names as in the netlist]
name,flops
current_state,6
count2,17
count,20
RS,1
DB,8
[power by group through the flow]
stage | sequential [mW] | combinational, mW | clock [mW]
4_1_cts | 0.292 | 0.162 | 0.242
5_1_grt | 0.292 | 0.168 | 0.253
6_report | 0.292 | 0.160 | 0.236
[worst register-to-register path, delay by kind of cell, from the launching register on]
kind	cells	cell delay, ns
AND/OR/NAND/NOR	4	1.16
flip-flops	1	0.91
buffers and inverters	1	0.27
AND-OR/OR-AND	2	0.63
[area by class of cell]
class                      instances  share of cell area
multi-input combinational        463               0.397
sequential                        52               0.164
tap                              378              0.0595
clock buffer                       5              0.0157
inverter                          10             0.00472
antenna                            1            0.000315
timing repair buffer             289               0.357
clock inverter                     3             0.00236
No activity file was given, so power comes from the tool's default toggle rates.
