### ./run.sh
#!/bin/bash
# OpenROAD 26Q1-2900-gdf79404cd8, Yosys 0.63+post, stock flow scripts
make -C /OpenROAD-flow-scripts/flow DESIGN_CONFIG=/design/flow/config.mk WORK_HOME=/design/flow/orfs finish
### ./config.mk
export PLATFORM = sky130hd
export DESIGN_NAME = num
export DESIGN_NICKNAME = num
export VERILOG_FILES = /design/flow/design.v
export SDC_FILE = /design/flow/constraint.sdc
export NUM_CORES = 4
export LEC_CHECK = 1
export CORE_AREA = 10 10 88 88
export DIE_AREA = 0 0 98 98
### ./constraint.sdc
current_design num

set clk_period 2.1
set clk_io_pct 0.2

create_clock -name clk0 -period $clk_period [get_ports {clk}]
create_clock -name clk1 -period $clk_period [get_ports {clk_out}]

set non_clock_inputs [all_inputs -no_clocks]
set_input_delay [expr $clk_period * $clk_io_pct] -clock clk0 $non_clock_inputs
set_output_delay [expr $clk_period * $clk_io_pct] -clock clk0 [all_outputs]
### ./design.v
module num(en_all,clk,clk_out,num,DS);
	input en_all;
	input clk;
	input clk_out;
	output reg [6:0]num;
	reg [4:0]cnt_left;
	reg [4:0]cnt_right;
	reg [4:0]cnt;
	output reg [7:0]DS;
	initial begin 
		DS = 8'b1110_1111;
		cnt_left = 4'b0;
		cnt_right = 4'b0;
	end
	always@(posedge clk)begin
		DS[4] <= ~DS[4];
		DS[5] <= ~DS[5];
	end
	always@(posedge clk_out)begin
		if(en_all)begin
			if(cnt_right < 4'b1001)
				cnt_right = cnt_right + 1;
			else if(cnt_right == 4'b1001)begin
				cnt_right <= 4'b0;
				cnt_left <= cnt_left + 1;
			end
			if(cnt_left == 4'b1010)begin
				cnt_left <= 4'b0000;
			end	
		end
		if(!en_all)begin
			cnt_left <= 0;
			cnt_right <= 0;
		end
	end
	always@(posedge clk)begin
		if(en_all)begin
			case(cnt)
				4'b0000: num = 7'h3f;
				4'b0001: num = 7'h06;
				4'b0010: num = 7'h5b;
				4'b0011: num = 7'h4f; 
				4'b0100: num = 7'h66;
				4'b0101: num = 7'h6d;
				4'b0110: num = 7'h7d;
				4'b0111: num = 7'h07;
				4'b1000: num = 7'h7f;
				4'b1001:	num = 7'h6f;
			endcase		
		end
		else if(!en_all)
			num = 7'b0000000;
	end
	always@(posedge clk)begin
		if(DS[4] == 0)
			cnt = cnt_right;
		else if(DS[5] == 0)
			cnt = cnt_left;
	end
endmodule
==> flow_metrics.tcl <==
# flow metrics
set metrics [dict create \
    fin_area_sq_um 1420 \
    syn_inst 123 \
    setup_ws_ps 358 \
    post-cts-setup-buffers 0 \
    skew_ps 7.97 \
    crit_type "reg2reg" \
    max-cap-violations 0 \
    yosys_warnings 1 \
    final_cell_mix "dfxtp_1, inv_1, clkdlybuf4s50_1" \
    antenna_found_initial 0 \
    hp-class "reg2reg" \
    post_dp_cell_area_sq_um 1330 \
    yosys_most_used_dff "dfxtp_1" \
    rsz0062_at_grt "false" \
    clk_pin_slew_ps 60 \
    syn_area_sq_um 1180 \
    required_ps 2260 \
    drv_slew 0 \
    avgSynthCellArea_sq_um 9.61 \
    vias 893 \
    diodes 0 \
    drive_gt1_share_pct 10.5 \
    critPathLaunchType "flip-flop" \
    layout.cells.most_common "dfxtp_1" \
    fillers 622 \
    grt_pass1_vias 867 \
    p_per_area_nw_per_um2 660 \
    edf_count 5 \
    pin_count 18 \
    finalWeightedCongestion 0.798 \
    max_stage_delay_ps 590 \
    grt_use_total_pct 4.55 \
    peakVddDrop_uv 265 \
    critical_path.max_fanout 11 \
    critical_path.top_delay_family "simple AND/OR/NAND/NOR gates" \
    dpl.cell_count 201 \
    drtIter0Drc 50 \
    ant_nets 0 \
    avgRoutedWirePerCell_microns 11.0 \
    tritoncts "yes" \
    synth_cell_types 45 \
    fp.dieArea_sq_um 9600 \
    setup_viol 0 \
    firstDrtPassIters 6 \
    ys_area_sq_um 1180 \
    tns_ps 0 \
    hold_viol_final 0 \
    yosys_cells 123 \
    avgViaCountPerCell 4.29 \
    outcome "complete, no violations" \
    synthToLayoutAreaGrowth_pct 19.8 \
    fp_util_pct 20.0 \
    cts_hold_buffers 0 \
    worst-path-buf-inv 0 \
    openroad.warnings 28 \
    crit_path_end_kind "flip-flop" \
    dieWidth_microns 98 \
    dp_hpwl_mm 1.68 \
    rows 28 \
    place_ws_ps 411 \
    cp_slowest_cell "or4b_1" \
    path_cells "or4b_1 > or4_1 > a21oi_1" \
    die_h_microns 98 \
    fp.coreArea_sq_um 5920 \
    portBuffers 10 \
    grt_overflow 0 \
    cellLeakagePower_nw 0.537 \
    crit_arrival_ps 1900 \
    final_cells 208 \
    drc 0 \
    cts_resized 0 \
    cts_sinks 24 \
    yosysSeqAreaShare_pct 44.9 \
    postSynth.asyncResetShare_pct 0 \
    wl_mm 2.30 \
    whs_ps 393 \
    ys.flops 24 \
    grt_max_degree 12 \
    grt_first_pass_wirelength_mm 3.82 \
]
## layout make-up
class                      instances  area, sq um  area share [%]
sequential                        24          531            37.5
multi-input combinational         81          561            39.6
tap                               75         93.8            6.63
clock inverter                     1         3.75           0.265
inverter                          10         37.5            2.65
timing repair buffer              11          108            7.60
clock buffer                       6         82.6            5.83
## report_power, final
part	switching, mW	internal [mW]	total, mW	leakage, nW
logic	0.0239	0.0178	0.0417	0.295
clock network	0.151	0.253	0.405	0.0447
registers	0.0114	0.477	0.488	0.197
total	0.187	0.748	0.935	0.537
## through the flow
step / util, % / total power, mW
global route: 23.9 / 0.987
finish: 23.9 / 0.935
floorplan: - / 0.534
detailed placement: 22.5 / 0.538
CTS: 23.9 / 0.952
global placement: 22.5 / 0.539
## path summary, 6_finish.rpt
kind	from	end	slack [ps]	cells after the start
worst max-delay path	cnt_right[0]	cnt_left[2]	360	3
worst min-delay path	DS[5]	DS[5]	390	1
worst max register to register	cnt_right[0]	cnt_left[2]	360	3
worst min register to register	DS[5]	DS[5]	390	1
max in group clk0	DS[4]	DS[4]	380	1
min in group clk1	cnt_left[3]	cnt_left[3]	510	2
## Yosys cell counts, types with 2 or more instances
master,instances,share of area [%]
edfxtp_1,5,13
o21ai_0,8,3.4
clkbuf_1,6,1.9
nor2_1,4,1.3
a311oi_1,2,1.5
dfxtp_1,19,32
or3_1,2,1.1
o211a_1,4,3.4
o31ai_1,2,1.3
nand4_1,2,1.1
buf_4,6,3.8
xor2_1,2,1.5
nand3_1,3,1.3
a21oi_1,7,3.0
mux2_2,3,2.9
nand2_1,7,2.2
ha_1,4,4.2
inv_1,10,3.2
## logic make-up (layout without fill, tap and decap cells)
group	count (synthesis)	in the layout	synth area share, %
compound gates	37	37	22.4
simple gates	29	29	14.5
flops	24	24	44.9
buf+inv	23	28	9.31
fa+ha+maj	4	4	4.23
mux	3	3	2.86
xor+xnor	2	2	1.48
other cells	1	6	0.317
## registers in the layout (all words and copies together) (netlist names)
register and flops:
cnt_left 5, num 7, cnt_right 5, DS 2, cnt 5
## worst reg2reg max path: stages (launching register included)
cell and delay (ps):
dfxtp_1 500, or4b_1 590, or4_1 440, a21oi_1 140
## per-layer routing
layer	track usage, %	part of all wire, %	vias up
met3	2.35	6.1	2
met5	0	0	-
met4	1.12	0.52	0
met1	5.56	49	422
li1	-	-	454
met2	6.95	44	15
No activity file was given, so power comes from the tool's default toggle rates.
